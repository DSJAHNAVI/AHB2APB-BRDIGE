**design/flow/run.sh**
```bash
#!/bin/bash
# OpenROAD 26Q1-2900-gdf79404cd8, Yosys 0.63+post, stock flow scripts
make -C /OpenROAD-flow-scripts/flow DESIGN_CONFIG=/design/flow/config.mk WORK_HOME=/design/flow/orfs finish
```
**design/flow/constraint.sdc**
```tcl
current_design bridge_top

set clk_period 3.0
set clk_io_pct 0.2

create_clock -name clk0 -period $clk_period [get_ports {hclk}]

set non_clock_inputs [all_inputs -no_clocks]
set_input_delay [expr $clk_period * $clk_io_pct] -clock clk0 $non_clock_inputs
set_output_delay [expr $clk_period * $clk_io_pct] -clock clk0 [all_outputs]
```
**design/flow/config.mk**
```make
export PLATFORM = sky130hd
export DESIGN_NAME = bridge_top
export DESIGN_NICKNAME = bridge_top
export VERILOG_FILES = /design/flow/design.v
export SDC_FILE = /design/flow/constraint.sdc
export NUM_CORES = 4
export LEC_CHECK = 1
export CORE_UTILIZATION = 50
```
**design/flow/design.v**
```verilog
module ahb_slave_interface(input hclk,hresetn,hwrite,hready_in, 
						   input [1:0] htrans,
						   input [31:0] hwdata,haddr,pr_data, 
						   output reg hwrite_reg,hwrite_reg1,valid,
						   output reg [31:0] hwdata1,hwdata2,haddr1,haddr2, 
						   output [31:0] hr_data,output reg [2:0] temp_selx);
always @(posedge hclk)
  begin
    if(!hresetn)  
	  begin 
	    haddr1<=0;
		haddr2<=0;
	   end
	else
	  begin
	    haddr1<=haddr;
		haddr2<=haddr1;
	  end
   end
always @(posedge hclk)
  begin
    if(!hresetn)
	  begin 
	    hwdata1<=0;
		hwdata2<=0;
	   end
	else
	  begin
	    hwdata1<=hwdata;
		hwdata2<=hwdata1;
	  end
   end
always @(posedge hclk)
   begin
    if(!hresetn)
	  begin 
	    hwrite_reg<=0;
		hwrite_reg1<=0;
	   end
	else
	  begin
	    hwrite_reg<=hwrite;
		hwrite_reg1<=hwrite_reg;
	  end
	end
always @(*)
  begin
    valid=0; 
    if(hready_in==1 && haddr>=32'h80000000 &&  haddr<32'h8c000000 && (htrans==2'b10||htrans==2'b11))
     begin
	    valid=1;
		end
	else
	   begin
	   valid=0;
	  end
   end
always @(*)
	begin
		temp_selx=3'b000;
		if (haddr>=32'h80000000 && haddr<32'h84000000)
			temp_selx=3'b001;
		else if (haddr>=32'h84000000 && haddr<32'h88000000)
			temp_selx=3'b010;
		else if (haddr>=32'h88000000 && haddr<=32'h8c000000)
			temp_selx=3'b100;
		else 
			temp_selx = 3'b000;
		end
assign hr_data=pr_data;
endmodule
module apb_controller (input hclk,hresetn,hwrite_reg,hwrite,valid,
					   input [31:0]haddr,hwdata,hwdata1,hwdata2,haddr1,haddr2,pr_data, 
				       input [2:0] temp_selx, 
					   output reg penable, pwrite, 
					   output reg hr_readyout,
					   output reg [2:0] psel, 
					   output reg [31:0] paddr,pwdata);
parameter ST_IDLE=3'b000;
parameter ST_READ=3'b001;
parameter ST_RENABLE=3'b010;
parameter ST_WWAIT=3'b011;
parameter ST_WRITE=3'b100;
parameter ST_WRITEP=3'b101;
parameter ST_WENABLE=3'b110;
parameter ST_WENABLEP=3'b111;
reg [2:0]next_state,present_state;
reg penable_temp,pwrite_temp,hr_readyout_temp;  
reg [2:0] psel_temp;
reg [31:0] paddr_temp,pwdata_temp;
always @(posedge hclk)
  begin
    if(!hresetn==1)  
      present_state<=ST_IDLE;
    else
      present_state<=next_state;
  end
always @(*)
  begin
	case(present_state)
      ST_IDLE:begin
        if(valid==1 && hwrite==1)
          next_state=ST_WWAIT;
        else if(valid==1 && hwrite==0)
          next_state=ST_READ;
        else if(valid==0)
          next_state=ST_IDLE;
	   end
      ST_READ: next_state=ST_RENABLE;
      ST_RENABLE:begin 
	    if(valid==1&&hwrite==1)
          next_state=ST_WWAIT;
        else if(valid==1&&hwrite==0)
          next_state=ST_READ;
        else if(valid==0)
          next_state=ST_IDLE;
	  end
      ST_WWAIT:begin	  
	    if (valid==1)
          next_state=ST_WRITEP;
        else if(valid==0)
          next_state=ST_WRITE;
	  end
      ST_WRITE: begin
        if (valid==1)
          next_state=ST_WENABLEP;
        else if(valid==0)
          next_state=ST_WENABLE;
	  end
      ST_WRITEP: next_state=ST_WENABLEP;
      ST_WENABLEP: begin
        if (valid==1&&hwrite_reg==1)
          next_state=ST_WRITEP;
        else if (valid==0&&hwrite_reg==1)
          next_state=ST_WRITE;
        else if(hwrite_reg==0)
          next_state=ST_READ;
	  end
      ST_WENABLE: begin
        if (valid==1 && hwrite==1)
          next_state=ST_WWAIT;
        else if (valid==1 && hwrite==0)
          next_state=ST_READ;
        else if(valid == 0)
          next_state=ST_IDLE;
	  end
	endcase
  end	 
always @(*) begin
 case(present_state)
  ST_IDLE: begin
	if(valid==1&&hwrite==0)
	  begin
		paddr_temp=haddr;
		pwrite_temp=hwrite;
		psel_temp=temp_selx;
		penable_temp=0;
		hr_readyout_temp=0;
	  end
	else if(valid==1&&hwrite==1)
	  begin
		psel_temp=0;
		penable_temp=0;
		hr_readyout_temp=1;
	  end 
	else
	  begin
		psel_temp=0;
		penable_temp=0;
		hr_readyout_temp=1;
	  end
  end
  ST_READ: begin
	penable_temp=1;
	hr_readyout_temp=1;
  end
  ST_RENABLE: begin
	if(valid==1&&hwrite==0)
	  begin
		paddr_temp=haddr;
		pwrite_temp=hwrite;
		psel_temp=temp_selx;
		penable_temp=0;
		hr_readyout_temp=0;
	  end
	else if(valid==1&&hwrite==1)
	  begin
		psel_temp=0;
		penable_temp=0;
		hr_readyout_temp=1;
      end 
	else
	  begin
		psel_temp=0;
		penable_temp=0;
		hr_readyout_temp=1;
	  end
  end
  ST_WWAIT: begin
	paddr_temp=haddr1;
	pwdata_temp=hwdata;
	pwrite_temp=hwrite;
	psel_temp=temp_selx;
	penable_temp=0;
	hr_readyout_temp=0;
  end
  ST_WRITE:begin
	penable_temp=1;
	hr_readyout_temp=1; 
   end
  ST_WRITEP:begin
	penable_temp=1;
	hr_readyout_temp=1; 
  end
  ST_WENABLE:begin
	hr_readyout_temp=1; 
	penable_temp=0;
	psel_temp=0;
  end
  ST_WENABLEP:begin
	paddr_temp=haddr2;
	hr_readyout_temp=0; 
	pwdata_temp=hwdata; 
	penable_temp=1; 
  end
 endcase
end
always @(posedge hclk)
  begin
	if(!hresetn)
      begin
        paddr<=0;
	    pwdata<=0;
	    pwrite<=0;
	    psel<=0;
	    penable<=0;
	    hr_readyout<=1;
	  end
	else
	  begin
		paddr<=paddr_temp;
		pwdata<=pwdata_temp;
		pwrite<=pwrite_temp;
		psel<=psel_temp;
		penable<=penable_temp;
		hr_readyout<=hr_readyout_temp;
	  end
  end
endmodule
module bridge_top(input hclk,hresetn,hwrite,hready_in,input [1:0] htrans,
				  input [31:0] hwdata,haddr,pr_data,
				  output penable, pwrite, hr_readyout,output [2:0] psel, 
				  output [1:0] hresp, output [31:0] paddr,pwdata,hr_data);
wire [31:0] hwdata1,hwdata2,haddr1,haddr2;
wire [2:0] temp_selx;
wire hwrite_reg,hwrite_reg1;
wire valid;
ahb_slave_interface  A1(hclk,hresetn,hwrite,hready_in,htrans,hwdata,haddr,pr_data,hwrite_reg,hwrite_reg1,valid,
hwdata1,hwdata2,haddr1,haddr2,hr_data,temp_selx);
apb_controller  A2(hclk,hresetn,hwrite_reg,hwrite,valid,haddr,hwdata,hwdata1,hwdata2,haddr1,haddr2,pr_data,temp_selX,penable,pwrite,hr_readyout,psel,paddr,pwdata);
endmodule
```
==> GITHUB_STEP_SUMMARY <==
## Synthesis and layout report

| Metric | Value |
|---|---|
| Status | completed |
| Max-cap violation count | 0 |
| Slew Limit Fails | 0 |
| Yosys reg bits | around 200 |
| Global placer's final weighted congestion | 0.7542 |
| Vias | between 3k and 4k |
| Synth warn | 7 |
| # H-tree levels | 4 |
| Cell Rows | 38 |
| Fill cells | 810 |
| Vias in the first global route | 3,370 |
| Initial antenna violation count | 0 |
| Final setup TNS | 0 ps |
| Startpoint Class | primary input |
| Routed met2 length | between 4000 and 5000 µm |
| 1st-pass router iterations | 4 |
| Gate Area | about 1700 µm² |
| Late-Pin Clk Latency | approximately 400 ps |
| Chip area | 12,040 µm² |
| Fin util | between 60% and 70% |
| TritonCTS buffer count | 17 |
| Top comb family, area | simple AND/OR/NAND/NOR gates |
| Worst Tran Pin Value | about 700 ps |
| Cycle use final | 72.17% |
| Top-area cell type share of the netlist area | about 47% |
| GRT overflow | 0 |
| Register pins left without a clock | 68 |
| Log Warnings | 27 |
| Number of cells in Yosys stat | roughly 520 |
| Area after DPL | roughly 7000 µm² |
| Xor+xnor area frac | 0% |
| Post-synthesis cell count | between 500 and 600 |
| Placed insts | 742 |
| Worst path arrival time | 2500 ps |
| Synth Area in Adders | 0% |
| Sequential Area | between 3000 and 4000 µm² |
| Starting Density | a little over half |
| Die Ht | roughly 110 µm |
| Port Buffers | around 140 |
| Simple-Gate Fraction of Synth Area | 17.49% |
| Die width | roughly 110 µm |
| Biggest area cells | dfxtp_1 47%, dlxtn_1 18%, and2_1 14% |
| Final Non-Filler Cells | between 700 and 800 |
| Setup-failing EPs final | 0 |
| DRC viols | 0 |
| M1 wire length | 4497 µm |
| CTS tree | done |
| Slew headroom | approximately 53% |
| Maximum vdd ir drop | ~0.62 mV |
| Clock transition at path regs | 60 ps |
| Met3 wire len | 624 µm |
| Vias per cell | around 4.6 |
| Layout cells sized above 1 | ~9% |
| Largest net degree at the start of global routing | approximately 86 |
| Routed Antenna Nets | 0 |
| Final Hold Violating Endpoints | 0 |
| Cts repair resizes | 0 |
| Leakage power figure | between 3 and 4 nW |
| GR Util All Layers | ~18% |
| WP data required | about 3300 ps |
| DP Wirelength | just over 6000 µm |
| DRT Wirelength | a little under 10,000 µm |
| CTS max path bufs | 2 |
| Syn-to-layout area delta | 31.05% |
| Worst Skew | 4.697 ps |
| Initial drt markers | 132 |
| Tmin final | 2165 ps |
| DR top layer | met4 |
| Largest area contributor in the netlist | dfxtp_1 |
| Max Fclk | 461.9 MHz |
| Hold Path Class | reg2reg |
| Critical Path End Type | flop |
| Root buf cell | clkbuf_16 |
| WS Path Type | in2reg |
| Post-Synth AOI/OAI Area | under 10% |
| Unique cell types | 31 |
| Post-synth mux share | under 10% |
| Drt wl/cell | 12.80 µm |
| Tot Pwr | between 4 and 5 mW |
| Pwr per Cell Area | a little under 600 nW/µm² |
| CP Max Fanout | 5 |
| Placeable core area | 11,080 µm² |
| Syn Std Cell Area | a little under 6000 µm² |
| Antenna cells | 0 |
| Chip area line of the yosys report | just under 6000 µm² |
| Post-CTS Setup Inserts | 0 |
| Endpoints left unconstrained | 68 |
| Hold buffer count at CTS | 0 |
| First-pass GRT wire length | around 16,000 µm |
| RSZ-0062 raised after global routing | false |
| I/O pin total | just over 200 |
| R2R Setup Slk | between 1000 and 1500 ps |
| Final instance area | between 7000 and 8000 µm² |
| Syn avg cell area | around 11 µm² |
[worst max-delay path: stages]
cell and delay [ps]:
clkdlybuf4s50_1 510, nor4bb_1 400, and4b_1 380, o2bb2ai_1 150, dlxtn_1 350, and2_1 110
[stage by stage]
stage	hold slack, ps	worst slack (ps)
after global routing	465.5	719.2
after CTS	451.8	772.4
after global placement	432.8	433.6
after floorplan	429.1	1291
final	448.5	834.9
after detailed placement	438.0	382.8
[cells by family (layout without fill, tap and decap cells)]
logic type / count (synthesis) / in the layout
buf+inv: 66 / 175
other cells: 1 / 8
flops: 135 / 135
latches: 68 / 68
simple gates: 175 / 175
mux: 32 / 32
compound gates: 41 / 41
[per-layer routing]
layer / GRT usage, % / vias to the layer above
met3: 4.955 / 16
met4: 2.476 / 0
met5: 0 / -
met1: 25.73 / 1636
met2: 29.16 / 84
li1: - / 1803
[cell type report]
class                   count  share of cell area, %
clock buffers              20                  5.875
well taps                 140                  2.304
clock inverters            12                  2.633
repair buffers            140                  18.23
multi-input cells         256                  21.80
inverters                   3                 0.1646
flip-flops and latches    203                  48.99
[synthesized netlist by cell type (all sizes together)]
cell type and count:
dfxtp 135, and2 134, dlxtn 68, buf 48, nand2 35, o21ai 34
mux2i 32, clkbuf 15, inv 3, a21boi 1, a21oi 1, a22oi 1
a32o 1, a32oi 1, and2b 1, and4b 1, conb 1, nor2 1
nor2b 1, nor3 1, nor4bb 1, o211ai 1, o2bb2ai 1
[layout by cell type, fill, tap and decap left out, types with 2 or more instances in the layout]
cell type	synthesis	layout
dfxtp_1	135	134
clkdlybuf4s50_1	0	134
and2_1	133	133
dlxtn_1	68	68
nand2_1	35	35
mux2i_1	32	32
o21ai_2	17	17
clkbuf_16	0	17
o21ai_0	14	14
conb_1	1	8
buf_4	40	6
bufinv_16	0	5
clkinv_2	0	3
o21ai_1	3	3
clkinvlp_4	0	3
inv_1	2	2
clkbuf_1	14	2
clkinv_4	0	2
[worst paths after layout]
kind                             from                  end  depth (start not counted)
setup / recovery            haddr[31]  A2.present_state[1]                          6
hold / removal          A1.haddr1[10]        A1.haddr2[10]                          1
setup reg to reg  A2.present_state[2]  A2.present_state[2]                          6
hold reg to reg         A1.haddr1[10]        A1.haddr2[10]                          1
[report_power, final]
| group | switching, mW | internal (mW) |
|---|---|---|
| Sequential | 0.0327 | 1.94 |
| Combinational | 0.0837 | 0.209 |
| Clock | 0.739 | 1.50 |
No activity file was given, so power comes from the tool's default toggle rates.
